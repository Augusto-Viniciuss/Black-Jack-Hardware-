### ./constraint.sdc
current_design double_display_7_segments

set clk_period 5.1
set clk_io_pct 0.2

create_clock -name clk0 -period $clk_period [get_ports {clk}]

set non_clock_inputs [all_inputs -no_clocks]
set_input_delay [expr $clk_period * $clk_io_pct] -clock clk0 $non_clock_inputs
set_output_delay [expr $clk_period * $clk_io_pct] -clock clk0 [all_outputs]
### ./config.mk
export PLATFORM = sky130hd
export DESIGN_NAME = double_display_7_segments
export DESIGN_NICKNAME = double_display_7_segments
export VERILOG_FILES = /design/flow/design.v
export SDC_FILE = /design/flow/constraint.sdc
export NUM_CORES = 4
export LEC_CHECK = 1
export CORE_AREA = 10 10 79 79
export DIE_AREA = 0 0 89 89
### ./run.sh
#!/bin/bash
# OpenROAD 26Q1-2900-gdf79404cd8, Yosys 0.63+post, stock flow scripts
make -C /OpenROAD-flow-scripts/flow DESIGN_CONFIG=/design/flow/config.mk WORK_HOME=/design/flow/orfs finish
### ./design.v
`timescale 1ns/1ns
module double_display_7_segments (value, clk, disp7_dig1, disp7_dig2);
	input logic clk;
	input logic [5:0] value;
	output logic [6:0] disp7_dig1, disp7_dig2;
	logic [6:0] aux_buffer;
	always_ff @(posedge clk)
		begin
			if(value >= 4'b1010 && value < 5'b10100) begin
				disp7_dig1 = 7'b1111001;
				aux_buffer = value - 4'b1010;
			end else if(value >= 5'b10100 && value < 5'b11110) begin
				disp7_dig1 = 7'b0100100;
				aux_buffer = value - 5'b10100;
			end else if(value >= 5'b11110) begin
				disp7_dig1 = 7'b0110000;
				aux_buffer = value - 5'b11110;
			end else begin
				disp7_dig1 = 7'b1000000;
				aux_buffer = value;
			end
			case (aux_buffer)
				4'd0: disp7_dig2 = 7'b1000000;
				4'd1: disp7_dig2 = 7'b1111001;
				4'd2: disp7_dig2 = 7'b0100100;
				4'd3: disp7_dig2 = 7'b0110000;
				4'd4: disp7_dig2 = 7'b0011001;
				4'd5: disp7_dig2 = 7'b0010010;
				4'd6: disp7_dig2 = 7'b0000010;
				4'd7: disp7_dig2 = 7'b1111000;
				4'd8: disp7_dig2 = 7'b0000000;
				4'd9: disp7_dig2 = 7'b0010000;
			endcase
		end
endmodule : double_display_7_segments
==> flow_summary.toml <==
# implementation run metrics
[critical_path]
worstPathCellList = "clkdlybuf4s50_1, inv_1, ha_1, and3b_1, o311ai_4, o2bb2ai_1, nor3_2, a21oi_1, nor2_1"
worstPathArrival_ns = 3.77
critPathTopFamily = "simple AND/OR/NAND/NOR gates"
worst_ep_required_time_ns = 4.97
timing_worst_setup_path_type = "input pin to flip-flop"
critPathCaptureType = "flip-flop"
critPathMaxFanout = 9
crit_cells = 9
cpPeakStageDelay_ns = 0.66
startpoint = "value[2]"
cp-start-kind = "input pin"
cp_num_buf_inv = 2
slowest_stage = "sky130_fd_sc_hd__clkdlybuf4s50_1"

[power]
switching_share_pct = 27.1
power-per-cell-area_mw_per_mm2 = 250
leakagePower_uw = 0.000450
power_uw = 311
power.switching_uw = 84.4
power.share.combinational_pct = 32.8
power.share.sequential_pct = 39.9
power_report.internal_total_uw = 227
clkPwrFrac_pct = 27.3
vdd_ir_drop_max_uv = 83.5

[cells_and_area]
fillers = 473
combGateArea_um2 = 599
final_cells = 180
regArea_um2 = 310
syn2layout_area_growth_pct = 27.2
final_standard_cell_utilization_of_the_core_pct = 26.7
fin_area_mm2 = 0.00125
drive_above_1_share_pct = 7.94

[grt]
via_count_of_the_first_global_routing_pass = 827
antenna_found_initial = 0
global_route.overflow_total = 0
grt_start_max_net_pins = 17
grt_pass1_wl_um = 3710
track_usage_pct = 5.60

[cts]
cts_setup_buffers = 0
hold_buffers = 0
cts.root.buffer_cell = "sky130_fd_sc_hd__clkbuf_8"
htree_levels = 1
tritoncts.num_buffers = 3
clock-sinks = 12
cts_tree = "built"
cts_repair_resize_count = 0
cts.reportedPaths.clkPinSlew_ns = 0.05
clock_path_buffers = 2

[floorplan]
die_height_um = 89
num_io_pins = 21
core.rowCount = 25
floorplan.die_area_mm2 = 0.00792
floorplan.core_util_pct = 21.0
die.size.x_um = 89
core-area_mm2 = 0.00466

[synthesis]
synth_top_flop_cell = "sky130_fd_sc_hd__edfxtp_1"
flip_flops_with_a_built_in_enable = 7
synth.most_common_cell = "sky130_fd_sc_hd__inv_1"
yosys.stat.chipArea_um2 = 980
postSynthAreaPerCell_um2 = 8.99
netlist.area_leader.share_pct = 21.5
netlist_top_cells_count = "8 x sky130_fd_sc_hd__inv_1, 7 x sky130_fd_sc_hd__a21oi_1, 7 x sky130_fd_sc_hd__edfxtp_1, 7 x sky130_fd_sc_hd__ha_1, 6 x sky130_fd_sc_hd__nand2_1"
netlist_area_um2 = 980
netlist_instances = 109
ys_top_cells_by_area = "sky130_fd_sc_hd__edfxtp_1 21%, sky130_fd_sc_hd__dfxtp_1 10%, sky130_fd_sc_hd__ha_1 8.9%"
yosysTopAreaCell = "sky130_fd_sc_hd__edfxtp_1"
yosys_stat_cell_total = 109
ys_async_sr_fraction_pct = 0
synth-warning-count = 1
synth.ff_latch_count = 12
yosysSeqAreaShare_pct = 31.7
synth.distinct_cells = 45

[detailed_routing]
drt_drc_violations_left = 0
firstDrtPassIters = 4
routed_via_density = 4.91
drt-wirelength-per-cell_um = 12.5
post_route_antenna_net_violation_count = 0
route.vias.total = 883
drtIter0Drc = 22
antenna_cells = 0
postRouteWirelength_um = 2250

[final_timing]
report.final.hold_viol_count = 0
final-setup-viol-count = 0
finalSetupTns_ns = 0
max-slew-margin-rel_pct = 50.4
min_period_over_period_pct = 76.5
final_period_minus_worst_setup_slack_ns = 3.90
drv_slew = 0
setup_repair_after_global_routing_missed_its_margin = "false"
worst_pin_slew_ns = 0.743
max_clock_freq_mhz = 256

[worst_hold_path]
holdCritPathClass = "input pin to flip-flop"
whs_path_depth = 2
hold_path_startpoint = "value[5]"

[placed_design]
detailedPlacementHpwl_um = 1770
quantity_of_i_o_buffers_inserted_on_ports = 19
gpl.final_weighted_congestion = 0.945
numPlacedInstances = 176
placed_cell_area_mm2 = 0.00120

[flow_run]
warning_count = 30
maxCapViolCount = 0

[run_status]
status = "completed"
-- per-layer routing --
metal	share of wire, %	vias to the layer above	track usage (%)	wire, um
met2	46	41	9.51	1040
met1	44	401	7.24	979
li1	-	439	-	-
met5	0	-	0	0
met3	8.7	2	0.826	195
met4	1.5	0	1.59	33
-- final timing paths --
| check | end | slack (ns) |
|---|---|---|
| max | disp7_dig2[0] | 1.20 |
| min | disp7_dig1[2] | 1.62 |
-- through the flow --
stage          hold WS, ns  setup WS [ns]
2_1_floorplan         1.22           2.04
3_3_place_gp          1.69          0.978
3_5_place_dp          1.69          0.973
4_1_cts               1.60           1.20
5_1_grt               1.65          0.970
6_report              1.62           1.20
-- layout by cell type, fill, tap and decap left out, drive strengths merged, types with 5 or more instances in the layout --
cell / count
nand3: 5
nor2: 5
ha: 7
inv: 9
dfxtp: 5
nor3: 6
a21oi: 7
clkdlybuf4s50: 19
edfxtp: 7
o21ai: 5
nand2: 6
-- area by class of cell --
class	instances	share of cell area, %
multi-input cells	82	48.1
flip-flops and latches	12	24.9
repair buffers	19	15.3
well taps	54	5.42
clock buffers	3	3.31
inverters	9	2.71
clock inverters	1	0.301
-- registers in the layout, indices dropped and copies added, names as in the netlist --
register,flops
disp7_dig2,7
disp7_dig1,5
-- kinds of logic (layout without fill, tap and decap cells) --
family / after synthesis / count (layout) / share of synthesized area (%)
compound gates: 29 / 29 / 23.6
xor+xnor: 4 / 4 / 3.58
fa+ha+maj: 7 / 7 / 8.94
buf+inv: 15 / 32 / 7.15
flops: 12 / 12 / 31.7
mux: 1 / 1 / 1.02
other cells: 1 / 1 / 0.383
simple gates: 40 / 40 / 23.6
-- power by group through the flow --
stage                 Combinational [uW]  Clock (uW)  Sequential (uW)
after CTS                            103        89.6              124
after global routing                 113        93.2              126
final                                102        85.1              124
Power is estimated from default activity; no workload was simulated.
